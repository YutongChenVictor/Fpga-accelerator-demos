===== design/flow/design.v =====
module vga(
    input           clk         ,
    input           rst_n       ,
    input   [23:0]  data        ,
    output          hs          ,
    output          vs          ,
    output  [ 9:0]  x_pix       ,
    output  [ 9:0]  y_pix       ,
    output  [23:0]  color_rgb
);
parameter   h_sync = 'd96   ;
parameter   h_back = 'd40   ;
parameter   h_left = 'd8    ;
parameter   h_vali = 'd640  ;
parameter   h_righ = 'd8    ;
parameter   h_fron = 'd8    ;
parameter   h_peri = 'd800  ;
parameter   v_sync = 'd2    ;
parameter   v_back = 'd25   ;
parameter   v_topb = 'd8    ;
parameter   v_vali = 'd480  ;
parameter   v_unde = 'd8    ;
parameter   v_fron = 'd2    ;
parameter   v_peri = 'd525  ;
reg     [9:0]   v_count     ;
reg     [9:0]   h_count     ;
wire            h_en        ;
wire            v_en        ;
always @ (posedge clk or negedge rst_n)begin
    if (!rst_n)begin
        h_count <= 10'd0;
        v_count <= 10'd0;
    end
    else if(h_count < h_peri)
        h_count <= h_count + 1'b1;
    else begin
        h_count <= 10'd0;
        if (v_count < v_peri)
            v_count <= v_count + 1'b1;
        else
            v_count <= 10'd0;
    end
end
assign hs = (h_count > 'd0 && h_count < h_sync) ? 1'b0 : 1'b1;
assign vs = (v_count > 'd0 && v_count < v_sync) ? 1'b0 : 1'b1;
assign h_en = (h_count > h_sync + h_back + h_left && h_count < h_sync + h_back + h_left + h_vali) ? 1'b1 : 1'b0;
assign v_en = (v_count > v_sync + v_back + v_topb && v_count < v_sync + v_back + v_topb + v_vali) ? 1'b1 : 1'b0;
assign x_pix = h_en ? h_count - h_sync - h_back - h_left : 10'b0;
assign y_pix = v_en ? v_count - v_sync - v_back - v_topb : 10'b0;
assign color_rgb = h_en && v_en ? data : 24'd0;
endmodule

===== design/flow/config.mk =====
export PLATFORM = sky130hd
export DESIGN_NAME = vga
export DESIGN_NICKNAME = vga
export VERILOG_FILES = /design/flow/design.v
export SDC_FILE = /design/flow/constraint.sdc
export NUM_CORES = 4
export LEC_CHECK = 1
export CORE_UTILIZATION = 30

===== design/flow/run.sh =====
#!/bin/bash
# OpenROAD 26Q1-2900-gdf79404cd8, Yosys 0.63+post, stock flow scripts
make -C /OpenROAD-flow-scripts/flow DESIGN_CONFIG=/design/flow/config.mk WORK_HOME=/design/flow/orfs finish

===== design/flow/constraint.sdc =====
current_design vga

set clk_period 4.9
set clk_io_pct 0.2

create_clock -name clk0 -period $clk_period [get_ports {clk}]

set non_clock_inputs [all_inputs -no_clocks]
set_input_delay [expr $clk_period * $clk_io_pct] -clock clk0 $non_clock_inputs
set_output_delay [expr $clk_period * $clk_io_pct] -clock clk0 [all_outputs]

==> metrics.yaml <==
global_route:
  grt_max_degree: 28
  grt-ovfl-total: 0
  grt_pass1_wl_um: 7390
  antenna_found_initial: 0
  grt_pass1_vias: 1553
  track_usage_pct: 14.9
critical_path:
  r2r_slack_ns: 2.94
  crit_path_end_kind: "output port"
  worstSetupPathType: "reg2out"
  reg2reg_depth: 4
  start_kind: "flop"
  cp_max_fo: 26
  rr_endpoint: "v_count[6]"
  worstPathRequired_ns: 3.92
  rr_startpoint: "v_count[6]"
  arrival_ns: 2.84
clock_network:
  post_cts_buffers: 0
  clock_sinks: 20
  cts-resized-gates: 0
  clk_latency_ns: 0.25
  cts_root_buf: "clkbuf_8"
  clockBufferDepth: 2
  ctsHtreeMaxLevel: 1
  cts_buffers: 3
  path_clk_slew_ns: 0.08
  hold_buffers: 0
  cts_tree: "yes"
yosys:
  edf_count: 0
  postSynthSeqShare_pct: 28.6
  common_cells: "and3_1, dfrtp_1, nor2_1, nand2_1, clkbuf_1"
  syn_inst: 214
  yosysUniqueCellTypes: 50
  synth_area_per_cell_um2: 8.17
  top_cell_area_share_pct: 28.6
  ff_type: "dfrtp_1"
  top_area_cell: "dfrtp_1"
  ys_warn_count: 1
  ys_cells: 214
  syn-cell-area_um2: 1750
  top_cells_by_area: "dfrtp_1, and3_1, ha_1"
  most_common_cell: "and3_1"
  async_reset_ff_share_pct: 100
  ys_area_um2: 1750
  synth-seq-cells: 20
floorplan:
  die-area_um2: 6140
  io_pins: 72
  fp_util_pct: 31.4
  rows: 27
  die_h_um: 78.3
  die_x_um: 78.3
  placeableCoreArea_um2: 5570
timing:
  hold_viol_final: 0
  finClkSkew_ns: 0.00262
  finalCritPeriodShare_pct: 77.9
  whs_ns: 0.534
  fin_crit_ns: 3.82
  tightest_slew_ns: 0.752
  max_freq_mhz: 262
  rsz0062_at_grt: "false"
  setup_tns_ns: 0
  slew_headroom_pct: 49.8
  drv_slew: 0
  setup-violations-final: 0
power:
  p_leak_nw: 1.10
  powerDensity_nw_per_um2: 125
  power_uw: 314
  max-vdd-ir-drop_uv: 78.5
cells_and_area:
  regArea_um2: 500
  area_delta_synth_final_pct: 43.9
  multiInputGateArea_um2: 1130
  drive_above_1_share_pct: 5.93
  num-fill-cells: 556
placed_design:
  dp_hpwl_um: 3110
  numPortBuffers: 70
  place_congestion: 0.896
worst_hold_path:
  hp-class: "reg2reg"
  hold-path-cell-count: 1
  hold_start: "h_count[0]"
  hold_path_end: "h_count[0]"
drt:
  totalWireLength_um: 4330
  vias: 1702
  antenna_left: 0
  post_drt_wl_per_cell_um: 12.7
  drt_iter0_markers: 69
  vias_per_cell: 4.98
  diodes: 0
  drc_errors: 0
  first_pass_iters: 4
outcome:
  outcome: "finished clean"
run:
  warnings: 31
  drv_cap: 0
[worst max path at each step]
| stage | from | cells after the start | to | slack [ns] |
|---|---|---|---|---|
| after CTS | v_count[0] | 6 | color_rgb[21] | 1.10 |
| after global routing | v_count[0] | 6 | color_rgb[21] | 0.87 |
| final | v_count[0] | 6 | color_rgb[22] | 1.08 |
[logic make-up after synthesis]
logic type                 share of synthesized area [%]
and+or+nand+nor                                     33.1
adders and majority gates                           6.44
AOI/OAI and AO/OA                                   18.8
DFF                                                 28.6
buffers and inverters                               6.87
xor gates and xnor gates                            6.01
other                                              0.215
[through the flow]
stage / setup slack, ns / cell area (um2) / std cells / util (%)
after floorplan: 2.17 / 1750 / 214 / -
after global placement: 1.37 / 2460 / 338 / 44.1
after detailed placement: 1.40 / 2460 / 338 / 44.1
after CTS: 1.10 / 2510 / 342 / 45.1
after global routing: 0.868 / 2510 / 342 / 45.1
final: 1.08 / 2510 / 342 / 45.1
[critical path, cell delays in order, from the launching register on]
cell             delay [ns]
dfrtp_1                0.51
ha_1                   0.37
nor4_1                 0.35
nand4_1                0.23
o21ai_2                0.35
and3_1                 0.30
clkdlybuf4s50_1        0.47
[power by group]
group          internal [mW]  switching [mW]
sequential             0.165               0
combinational         0.0177         0.00516
clock                 0.0714          0.0545
total                  0.254          0.0597
[sequential cells by signal, indices dropped and copies added, names as in the netlist]
name / cells
v_count: 10
h_count: 10
[routing by layer]
metal  part of all wire, %  global-route usage [%]  vias to the layer above
li1                      -                       -                      872
met1                    48                    23.2                      765
met2                    43                    23.1                       63
met3                   7.9                    2.13                        2
met4                  0.53                    1.11                        0
met5                     0                       0                        -
[placed cells by master, fill, tap and decap left out, types with 5 or more instances in the layout]
cell type        instances
ha_1                     9
dfrtp_1                 20
and2_1                   9
and3_1                  27
nand2_1                 15
nor3_1                   5
nor2_1                  20
xnor2_1                  6
xor2_1                   6
nand4_1                  5
nand3_1                 10
clkdlybuf4s50_1         70
inv_1                    7
a21oi_1                  7
[layout make-up]
type	count	area share, %
inverters	7	1.04
flip-flops and latches	20	19.9
clock buffers	4	2.19
repair buffers	72	28.5
well taps	72	3.58
multi-input cells	167	44.8
No activity file was given, so power comes from the tool's default toggle rates.
