==> design/flow/design.v <==
`timescale 1ns / 1ps
module relu(
    input       [32:0]      A   ,
    output      [32:0]      B
    );
    assign B = A[32] == 1'b0 ? A : 33'b0;
endmodule
==> design/flow/run.sh <==
#!/bin/bash
# OpenROAD 26Q1-2900-gdf79404cd8, Yosys 0.63+post, stock flow scripts
make -C /OpenROAD-flow-scripts/flow DESIGN_CONFIG=/design/flow/config.mk WORK_HOME=/design/flow/orfs finish
==> design/flow/config.mk <==
export PLATFORM = sky130hd
export DESIGN_NAME = relu
export DESIGN_NICKNAME = relu
export VERILOG_FILES = /design/flow/design.v
export SDC_FILE = /design/flow/constraint.sdc
export NUM_CORES = 4
export LEC_CHECK = 1
export CORE_AREA = 10 10 70 70
export DIE_AREA = 0 0 80 80
==> design/flow/constraint.sdc <==
current_design relu

set clk_period 1.0
set clk_io_pct 0.2

create_clock -name clk0 -period $clk_period

set non_clock_inputs [all_inputs -no_clocks]
set_input_delay [expr $clk_period * $clk_io_pct] -clock clk0 $non_clock_inputs
set_output_delay [expr $clk_period * $clk_io_pct] -clock clk0 [all_outputs]
==> run summary <==
WL/cell - 13.5 um
Grt total ovfl - 0
Pwr Density - 308 nW/um^2
Yosys Chip Area - 234 um^2
Vias post-DR - 468
Die Wd - 80 um
Number of detailed-route iterations in the first pass - 2
Cell area after synthesis - 234 um^2
Critical path fanouts, max - 16
Init Core Util - 6.85%
Register area share after synthesis - 0%
Total leakage power - 0.000462 uW
Setup crit end kind - output port
Post-Synthesis Cells - 37
Run status - finished clean
WP data required - 0.80 ns
Final instance area - 838 um^2
Tool warnings - 32
Min-delay src - A[32]
Post-Syn Area per Cell - 6.32 um^2
Post-place instance area - 932 um^2
Die Y - 80 um
Number of global-route vias before repair - 561
Cell type with the largest total area - nor2b_1
Setup TNS - 0 ns
Max-area cell share - 85.6%
Min Tclk post-route - 0.889 ns
First-pass GRT wire length - 3.02 mm
Vias/cell - 3.16
Routed Antenna Nets - 0
Ys cells - 37
DRT Wirelength - 1.99 mm
Max Fclk - 1.12 GHz
Cell Chain, Critical Path - buf_6, buf_16, nor2b_1, buf_2
# clk buffers - 0
Crit path largest cell delay - 0.15 ns
IO Pins - 66
CP max stage cell - buf_16
# setup viols final - 0
DRC - 0
CP top delay family - buffers and inverters
Diodes inserted - 0
1st-iter DRT viols - 2
Final hold vios - 0
Layout cells sized above 1 - 42.2%
Internal power - 185 uW
Area occupied by registers - 0 um^2
FILL cells - 414
Max cap viols - 0
Hold Path Class - in -> out
Synth cell types - 3
Total power - 258 uW
Worst VDD drop - 0.0608 mV
Worst Path Buf+Inv - 3
Placer Congestion - 0.759
Post-CTS Hold Buffers - 0
Hold Crit Endpoint - B[12]
Hold path depth - 4
Final period utilization - 88.9%
Die area - 6400 um^2
Switching Share - 28.3%
NetSw - 72.9 uW
YS warnings - 0
Port Buffers - 65
Largest net degree at the start of global routing - 17
Synth top area cells - nor2b_1, buf_4, conb_1
Area of the core - 3420 um^2
Slew Viols, Final - 0
Gr usage total - 5.80%
Worst Path Class, Setup - in -> out
Unrepaired setup endpoints after global routing - false
Clk pwr share - 0%
Initial antenna violation count - 0
Sequential power share - 0%
Arrival @ worst endpoint - 0.69 ns
Row count - 21
Registers - 0
Combinational share of power - 100.0%
Crit start category - input port
Syn-to-layout area delta - 258%
layout by cell type (no fill, tap or decap), drive strengths merged:
master / n
dlygate4sd2: 32
conb: 1
buf: 37
nor2b: 32
through the flow:
stage / util (%) / hold slack [ns] / worst slack [ns] / std cells
after floorplan: - / 0.413 / 0.396 / 37
after global placement: 27.3 / 1.31 / -0.635 / 145
after detailed placement: 27.3 / 1.31 / -0.649 / 145
after CTS: 24.5 / 0.786 / 0.00295 / 149
after global routing: 24.5 / 0.795 / 0.0370 / 148
final: 24.5 / 0.771 / 0.111 / 148
tightest hold or removal path: stages:
cell	delay (ns)
buf_6	0.13
buf_12	0.11
nor2b_4	0.03
buf_2	0.10
repair_timing:
| item | in CTS | in global routing |
|---|---|---|
| cloned | 2 | 0 |
| resized | 142 | 5 |
| endpoints found under the setup margin | 32 | 12 |
| setup buffers | 2 | 0 |
| endpoints found under the hold margin | 0 | 0 |
cells in the mapped netlist (all sizes together):
cell type  number
buf             4
conb            1
nor2b          32
cell type report:
| cell class | instances | area, um^2 | area share, % |
|---|---|---|---|
| Multi-Input combinational cell | 33 | 234 | 27.9 |
| Tap cell | 46 | 57.6 | 6.87 |
| Timing Repair Buffer | 69 | 547 | 65.2 |
worst max-delay path by stage:
stage	start	endpoint	cells past startpoint
after global routing	A[32]	B[15]	4
final	A[32]	B[15]	4
after CTS	A[32]	B[31]	5
kinds of logic after synthesis:
logic type	after synthesis	synth area share [%]
buf+inv	4	12.8
other cells	1	1.60
simple gates	32	85.6
power by group through the flow:
stage	registers (uW)	clock network (uW)	logic, uW
finish	0	0	258
global route	0	0	289
CTS	0	0	267
routing by layer:
| layer | track usage [%] | share of wire, % |
|---|---|---|
| met1 | 6.92 | 40 |
| met2 | 9.87 | 47 |
| met3 | 2.61 | 13 |
| met4 | 0 | 0 |
| met5 | 0 | 0 |
Power and IR drop assume default switching activity.
